==> flow/config.mk <==
export PLATFORM = sky130hd
export DESIGN_NAME = ysyx_23060208_adder
export DESIGN_NICKNAME = ysyx_23060208_adder
export VERILOG_FILES = /design/flow/design.v
export SDC_FILE = /design/flow/constraint.sdc
export NUM_CORES = 4
export LEC_CHECK = 1
export CORE_UTILIZATION = 30
==> flow/design.v <==
module ysyx_23060208_adder
	#(parameter DATA_WIDTH = 32)(
	output [DATA_WIDTH-1:0] sum,
	output overflow,
	input [DATA_WIDTH-1:0] a,
	input [DATA_WIDTH-1:0] b,
	input op
);
	wire [DATA_WIDTH-1:0] adder_b;
	wire [DATA_WIDTH-1:0] adder_a;
	assign adder_a = a;
	assign adder_b = ({DATA_WIDTH{op}} ^ b) + {{(DATA_WIDTH-1){1'b0}}, op};
	assign {overflow, sum} = adder_a + adder_b;
endmodule
==> flow/constraint.sdc <==
current_design ysyx_23060208_adder

set clk_period 22.6
set clk_io_pct 0.2

create_clock -name clk0 -period $clk_period

set non_clock_inputs [all_inputs -no_clocks]
set_input_delay [expr $clk_period * $clk_io_pct] -clock clk0 $non_clock_inputs
set_output_delay [expr $clk_period * $clk_io_pct] -clock clk0 [all_outputs]
==> flow/run.sh <==
#!/bin/bash
# OpenROAD 26Q1-2900-gdf79404cd8, Yosys 0.63+post, stock flow scripts
make -C /OpenROAD-flow-scripts/flow DESIGN_CONFIG=/design/flow/config.mk WORK_HOME=/design/flow/orfs finish
==> reports/qor.txt <==
Final sequential cell count -> 0
Port Buffer Count -> 98
Number of antenna cells inserted -> 0
Synthesized instance count -> 473
Crit path required time -> 18080 ps
Cell accounting for the most synthesized area -> ha_1
Series of cell instances along the critical path -> buf_2, buf_4, or4b_4, a222oi_1, nand4_2, o21a_1, o22ai_1, xnor2_1, ha_1, nand4_1, or3_1, o22ai_1, a211oi_1, and4b_1, nor4_1, clkdlybuf4s50_1
Leakage power total -> 0.00167 uW
FP Rows -> 38
DR vias/cell -> 5.49
Critical setup path kind -> input pin to primary output
Headroom to the max-slew limit -> 57.1%
Number of warning messages in the logs -> 40
Number of non-filler instances in the completed layout -> 691
Floorplan utilization -> 30.9%
Mean cell area of the mapped netlist -> 7.09 sq um
Die boundary height -> 108 um
Max-slew violation count -> 0
DRT Pass-1 Iters -> 5
Endpoint of the most critical setup path -> sum[30]
Final Cell Area -> 4380 sq um
Highest ir drop seen on vdd -> 0.0166 mV
Net switching share of the total power -> 44.7%
Ys cells -> 473
Reg power frac -> 0%
Worst Max-Slew Pin Slew -> 643 ps
Initial drt markers -> 228
CTS resizes -> 0
F_max -> 0.0724 GHz
Worst endpoint data arrival time -> 9290 ps
Routed wire length -> 10100 um
Global router's overall resource usage -> 17.2%
RSZ-0062 raised after global routing -> false
Share of the synthesized area in the top cell type -> 15.3%
Gate power share -> 100.0%
Cell seen most often among critical-path stages -> o22ai_1
Largest net degree at the start of global routing -> 66
Internal power summed over all cells -> 88.0 uW
Hold Vio Cnt, Final -> 0
Buffers inserted during post-CTS setup optimization -> 0
Number of placed instances, taps included -> 691
Cell Type Count -> 76
Number of fill cells in the layout -> 1103
Gate Area -> 3160 sq um
Share of final-layout standard cells stronger than drive strength 1 -> 4.17%
Layout-stage area growth over the synthesis result -> 30.6%
Time the final worst path needs with I/O delays and setup -> 13810 ps
Share of the core filled with cells in the final layout -> 40.4%
Worst setup path startpoint -> op
Clock buf count -> 0
First-pass GRT wire length -> 16000 um
Worst Setup Start Kind -> input pin
Final worst-path cycle share -> 61.1%
Die x size -> 108 um
Via count -> 3797
Total grt overflow -> 0
Area figure in the yosys stat output -> 3350 sq um
Cell area leaders -> ha_1 15%, xnor2_1 13%, a21oi_1 6.6%
Peak fanout along the critical path -> 65
Number of antenna violations at the first check in global routing -> 0
Area of the placeable core -> 10800 sq um
Last weighted congestion value of the routability-driven placer -> 0.882
Number of hold-repair buffers added at the cts stage -> 0
Wire length per cell -> 14.6 um
Critical Path Max Stage Delay -> 570 ps
Synth Warn # -> 0
Num ports -> 98
CP endpoint kind -> primary output
Power per cell area -> 36.3 nW/um^2
Synthesized area -> 3350 sq um
Part of the power in the clock network -> 0%
DRC errors left -> 0
Setup violators final -> 0
Vias in the first global route -> 3289
FF+latch area -> 0 sq um
Share of synthesized area occupied by flip-flops and latches -> 0%
Die Footprint -> 11600 sq um
Cell area after placement -> 4380 sq um
Number of max-capacitance violations reported -> 0
Final TNS setup -> 0 ps
Antenna violation net count after detailed routing -> 0
Type of the tightest min-delay check -> input pin to primary output
Net Sw Power -> 71.0 uW
HPWL after DPL -> 8560 um
Status -> finished clean
Cell at the slowest stage of the critical path -> or4b_4
==> stage by stage <==
| step | hold slack [ps] | setup slack, ps | power (uW) |
|---|---|---|---|
| 6_report | 10080 | 8790 | 159 |
| 5_1_grt | 10100 | 8420 | 176 |
| 4_1_cts | 10090 | 8830 | 159 |
| 3_5_place_dp | 10090 | 8840 | 158 |
| 3_3_place_gp | 10080 | 8860 | 159 |
| 2_1_floorplan | 9120 | 10190 | 87.4 |
==> worst min path at each step <==
| stage | start | end | slack (ps) | cells past startpoint |
|---|---|---|---|---|
| 4_1_cts | a[0] | sum[0] | 10090 | 3 |
| 5_1_grt | a[0] | sum[0] | 10100 | 3 |
| 6_report | a[0] | sum[0] | 10080 | 3 |
==> critical path, delay by kind of cell <==
family / cells / cell delay, ps
xor gates and xnor gates: 1 / 150
buffers and inverters: 3 / 1110
AOI/OAI and AO/OA: 5 / 1100
and+or+nand+nor: 6 / 1990
adders and majority gates: 1 / 410
==> power by group through the flow <==
stage         combinational (uW)  clock (uW)  sequential (uW)
CTS                          159           0                0
global route                 176           0                0
finish                       159           0                0
==> routing by layer <==
metal  vias up  share of wire, %  global-route usage (%)
met5         -                 0                       0
met4         0               1.2                    2.54
met3        10               4.6                   0.494
met2       115                45                    27.1
met1      1733                49                    26.5
li1       1939                 -                       -
==> synth_stat cells, types with 4 or more instances <==
cell / instances
xnor2_1: 49
a21oi_1: 44
ha_1: 41
nor2_1: 39
nand2_1: 33
o21ai_0: 20
xor2_1: 20
inv_1: 16
nand3_1: 15
o21a_1: 12
clkbuf_1: 11
nor3_1: 11
nand4_1: 10
a21o_1: 7
a31oi_1: 7
nand4b_1: 7
o22ai_1: 7
and2_1: 6
mux2i_1: 6
a211oi_1: 5
and3_1: 5
nor3b_1: 4
nor4_1: 4
o21ai_1: 4
or2_2: 4
==> cell usage in the layout (no fill, tap or decap), types with 4 or more instances in the layout <==
master           Yosys  routed
nand4b_1             7       7
o22ai_1              7       7
o21ai_1              4       4
inv_1               16      16
a211oi_1             5       5
nand2_1             33      33
and2_1               6       6
o21ai_0             20      20
nand3_1             15      15
xnor2_1             49      49
nor2_1              39      39
mux2i_1              6       6
or2_2                4       4
nor4_1               4       4
a21o_1               7       7
clkdlybuf4s50_1      0      97
nand4_1             10      10
ha_1                41      41
a21oi_1             44      44
nor3b_1              4       4
nor3_1              11      11
o21a_1              12      12
xor2_1              20      20
and3_1               5       5
a31oi_1              7       7
==> cell families after synthesis <==
| family | synth area share, % |
|---|---|
| xor gates and xnor gates | 18.0 |
| buffers and inverters | 5.71 |
| AOI/OAI and AO/OA | 29.3 |
| muxes | 2.80 |
| and+or+nand+nor | 28.3 |
| adders and majority gates | 15.9 |
==> layout make-up <==
class	count	area share, %
inverter	16	1.37
multi-input combinational	436	72.2
tap	140	4.00
timing repair buffer	99	22.5
Power figures rest on the tool's default switching activity, not on a simulated workload.
