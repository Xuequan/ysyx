`design/flow/run.sh`:
```
#!/bin/bash
# OpenROAD 26Q1-2900-gdf79404cd8, Yosys 0.63+post, stock flow scripts
make -C /OpenROAD-flow-scripts/flow DESIGN_CONFIG=/design/flow/config.mk WORK_HOME=/design/flow/orfs finish
```
`design/flow/design.v`:
```
module ysyx_23060208_CSR
	#(DATA_WIDTH = 32, REG_WIDTH = 5) (
	input clock,
	input reset,
	input  [11:0] 					csr_raddr,
	output [DATA_WIDTH-1:0] csr_rdata,
	input [11:0]           csr_waddr,
	input [DATA_WIDTH-1:0] csr_wdata,
	input [11:0]           csr_waddr2,
	input [DATA_WIDTH-1:0] csr_wdata2
);
wire mtvec_wen;
wire [DATA_WIDTH-1:0] mtvec_rdata;
ysyx_23060208_mtvec #(.REG_WIDTH(REG_WIDTH), .DATA_WIDTH(DATA_WIDTH)) mtvec(
	.clock(clock),
	.reset(reset),
	.wdata(csr_wdata),
	.rdata(mtvec_rdata),
	.wen(mtvec_wen)
);
wire mcause_wen;
wire [DATA_WIDTH-1:0] mcause_rdata;
wire [DATA_WIDTH-1:0] mcause_wdata;
ysyx_23060208_mcause #(.REG_WIDTH(REG_WIDTH), .DATA_WIDTH(DATA_WIDTH)) mcause(
	.clock(clock),
	.reset(reset),
	.wdata(mcause_wdata),
	.rdata(mcause_rdata),
	.wen(mcause_wen)
);
wire mepc_wen;
wire [DATA_WIDTH-1:0] mepc_rdata;
ysyx_23060208_mepc #(.REG_WIDTH(REG_WIDTH), .DATA_WIDTH(DATA_WIDTH)) mepc(
	.clock(clock),
	.reset(reset),
	.wdata(csr_wdata),
	.rdata(mepc_rdata),
	.wen(mepc_wen)
);
wire mstatus_wen;
wire [DATA_WIDTH-1:0] mstatus_rdata;
ysyx_23060208_mstatus #(.REG_WIDTH(REG_WIDTH), .DATA_WIDTH(DATA_WIDTH)) mstatus(
	.clock(clock),
	.reset(reset),
	.wdata(csr_wdata),
	.rdata(mstatus_rdata),
	.wen(mstatus_wen)
);
assign mtvec_wen   = csr_waddr == 12'h305;
assign mepc_wen    = csr_waddr == 12'h341;
assign mstatus_wen = csr_waddr == 12'h300;
assign mcause_wen  = (csr_waddr == 12'h342) || (csr_waddr2 == 12'h342);
assign mcause_wdata = (csr_waddr2 == 12'h342) ? csr_wdata2 : csr_wdata; 
assign csr_rdata =  ({DATA_WIDTH{csr_raddr == 12'h305}} & mtvec_rdata) 
									| ({DATA_WIDTH{csr_raddr == 12'h341}} & mepc_rdata)
									| ({DATA_WIDTH{csr_raddr == 12'h342}} & mcause_rdata)
									| ({DATA_WIDTH{csr_raddr == 12'h300}} & mstatus_rdata);
endmodule
module ysyx_23060208_mcause
	#(REG_WIDTH = 5, DATA_WIDTH = 32) (
		input clock,
		input reset,
		input [DATA_WIDTH-1:0] wdata,
		output [DATA_WIDTH-1:0] rdata,
		input wen
);
reg [DATA_WIDTH-1:0] mcause_r;
always @(posedge clock) begin
	if (reset) 
		mcause_r <= 0;
	else if(wen)
		mcause_r <= wdata;
end
assign rdata = mcause_r;
endmodule
module ysyx_23060208_mepc
	#(REG_WIDTH = 5, DATA_WIDTH = 32) (
		input clock,
		input reset,
		input [DATA_WIDTH-1:0] wdata,
		output [DATA_WIDTH-1:0] rdata,
		input wen
);
reg [DATA_WIDTH-1:0] mepc_r;
always @(posedge clock) begin
	if (reset) 
		mepc_r <= 0;
	else if(wen)
		mepc_r <= wdata;
end
assign rdata = mepc_r;
endmodule
module ysyx_23060208_mstatus
	#(REG_WIDTH = 5, DATA_WIDTH = 32) (
		input clock,
		input reset,
		input [DATA_WIDTH-1:0] wdata,
		output [DATA_WIDTH-1:0] rdata,
		input wen
);
reg [DATA_WIDTH-1:0] mstatus_r;
always @(posedge clock) begin
	if (reset) 
		mstatus_r <= 0;
	else if(wen)
		mstatus_r <= wdata;
end
assign rdata = mstatus_r;
endmodule
module ysyx_23060208_mtvec
	#(REG_WIDTH = 5, DATA_WIDTH = 32) (
		input clock,
		input reset,
		input [DATA_WIDTH-1:0] wdata,
		output [DATA_WIDTH-1:0] rdata,
		input wen
);
reg [DATA_WIDTH-1:0] mtvec_r;
always @(posedge clock) begin
	if (reset) 
		mtvec_r <= 0;
	else if(wen)
		mtvec_r <= wdata;
end
assign rdata = mtvec_r;
endmodule
```
`design/flow/config.mk`:
```
export PLATFORM = sky130hd
export DESIGN_NAME = ysyx_23060208_CSR
export DESIGN_NICKNAME = ysyx_23060208_CSR
export VERILOG_FILES = /design/flow/design.v
export SDC_FILE = /design/flow/constraint.sdc
export NUM_CORES = 4
export LEC_CHECK = 1
export CORE_UTILIZATION = 50
```
`design/flow/constraint.sdc`:
```
current_design ysyx_23060208_CSR

set clk_period 8.4
set clk_io_pct 0.2

create_clock -name clk0 -period $clk_period [get_ports {clock}]

set non_clock_inputs [all_inputs -no_clocks]
set_input_delay [expr $clk_period * $clk_io_pct] -clock clk0 $non_clock_inputs
set_output_delay [expr $clk_period * $clk_io_pct] -clock clk0 [all_outputs]
```
==> results.sh <==
# flow metrics
export IMPL_slowest_stage="clkdlybuf4s50_1"
export IMPL_cp_start_kind="input port"
export IMPL_worst_setup_path_end_kind="output pin"
export IMPL_hold_buffers=0
export IMPL_postSynthSeqShare=0.414
export IMPL_leakagePower_nw=3.14
export IMPL_cts_made_buffers=17
export IMPL_cp_depth=6
export IMPL_postPlaceCellArea_mm2=0.00755
export IMPL_outcome="complete, no violations"
export IMPL_die_area_mm2=0.0128
export IMPL_drv_cap=0
export IMPL_io_buffers=133
export IMPL_crit_buf_inv=3
export IMPL_whs_path_depth=2
export IMPL_hp_class="flip-flop to flip-flop"
export IMPL_cp_max_fo=18
export IMPL_syn_area_mm2=0.00619
export IMPL_grt_start_max_net_pins=86
export IMPL_warning_count=26
export IMPL_layout_cells_most_common="clkdlybuf4s50_1"
export IMPL_fin_area_mm2=0.00816
export IMPL_cpLargestDelayFamily="buffers and inverters"
export IMPL_routedWlPerCell_um=18.2
export IMPL_finClkSkew_ps=0
export IMPL_die_h_um=113
export IMPL_fp_row_count=40
export IMPL_io_pin_count=134
export IMPL_layout_setup_ws_ps=2280
export IMPL_slew_headroom=0.470
export IMPL_antenna_found_initial=0
export IMPL_drc=0
export IMPL_path_cells="clkdlybuf4s50_1 > nand4b_2 > nor2b_1 > buf_4 > a221o_1 > clkdlybuf4s50_1"
export IMPL_period_used=0.729
export IMPL_cpMostUsedCell="clkdlybuf4s50_1"
export IMPL_edf_count=0
export IMPL_worstSkewPairLatency_ps=410
export IMPL_vdd_ir_drop_max_v=0.000132
export IMPL_setup_tns_ps=0
export IMPL_detail_route_antenna_nets=0
export IMPL_avgSynthCellArea_um2=9.16
export IMPL_route_vias_total=5558
export IMPL_h_tree_depth=4
export IMPL_postCtsResizedCells=0
export IMPL_crit_type="input port to output pin"
export IMPL_rsz0062_at_grt="no"
export IMPL_ff_type="dfxtp_1"
export IMPL_crit_arrival_ps=4440
export IMPL_period_minus_slack_ps=6120
export IMPL_area_delta_synth_final_pct=31.7
export IMPL_first_global_vias=5253
export IMPL_pre_cts_ws_ps=2330
export IMPL_place_congestion=0.803
export IMPL_p_total_w=0.00146
export IMPL_cts_sinks=128
export IMPL_max_slew_worst_pin_slew_ps=795
export IMPL_drive_gt1_frac=0.0756
export IMPL_yosysUniqueCellTypes=37
export IMPL_core_mm2=0.0121
export IMPL_grt_usage=0.286
export IMPL_via_per_inst=5.78
export IMPL_clk_pin_slew_worst_paths_ps=50
export IMPL_finalMaxSlewViolations=0
export IMPL_dp_cells=930
export IMPL_drt_total_wl_mm=17.5
export IMPL_rr_worst_depth=2
export IMPL_dp_hpwl_mm=10.2
export IMPL_post_cts_buffers=0
export IMPL_drtIter0Drc=423
export IMPL_ys_cells=676
export IMPL_finalHoldViolations=0
export IMPL_synthArstFlopShare=0
export IMPL_mostFrequentLayoutCells="132 x clkdlybuf4s50_1, 128 x dfxtp_1, 96 x mux2i_1"
export IMPL_grt_pass1_wl_mm=27.6
export IMPL_cts_tree="yes"
export IMPL_drt_pass1_iterations=5
export IMPL_ys_flops=128
export IMPL_fmax_ghz=0.163
export IMPL_grt_ovfl_total=0
export IMPL_finalNonFillerCells=962
export IMPL_setup_viol=0
export IMPL_yosys_stat_area_mm2=0.00619
export IMPL_synthCells=676
export IMPL_power_density_mw_per_mm2=179
export IMPL_ys_warn_count=4
export IMPL_diodes=0
export IMPL_max_stage_delay_ps=740
export IMPL_die_width_um=113
export IMPL_root_buffer="clkbuf_16"
export IMPL_fp_utilization=0.513
export IMPL_worstPathRequired_ps=6720
export IMPL_clockBufferDepth=2
layout make-up:
cell class                 count  area [µm²]
tap                          168         210
sequential                   128        2560
timing repair buffer         149        1450
fill                         955        3900
multi-input combinational    485        3320
clock buffer                  20         447
clock inverter                12         165
Yosys cell counts (all sizes together) (3+ instances only):
master | count | area [µm²]
o221ai | 7 | 61.3
nor2b | 4 | 25.0
a22oi | 32 | 240
nand2b | 64 | 400
dfxtp | 128 | 2560
nand2 | 8 | 30.0
clkbuf | 35 | 131
a21oi | 32 | 160
buf | 28 | 185
nand3b | 5 | 37.5
nor2 | 91 | 344
a221o | 25 | 250
nor4b | 3 | 38.8
o21ai | 32 | 160
a211oi | 32 | 240
nand3 | 36 | 180
mux2i | 96 | 961
cell families after synthesis:
kind of cell | Yosys count | share of synthesized area
AOI/OAI and AO/OA | 160 | 0.180
buffers and inverters | 63 | 0.0511
DFF | 128 | 0.414
muxes | 96 | 0.155
and+or+nand+nor | 229 | 0.200
final timing paths:
check | slack, ps | to | start
min reg2reg | 470 | mtvec.mtvec_r[3] | mtvec.mtvec_r[3]
min | 470 | mtvec.mtvec_r[3] | mtvec.mtvec_r[3]
max | 2280 | csr_rdata[20] | csr_raddr[6]
max reg2reg | 7600 | mcause.mcause_r[8] | mcause.mcause_r[8]
layer usage:
| layer | global-route usage | wire (µm) |
|---|---|---|
| met2 | 0.445 | 7880 |
| met5 | 0 | 0 |
| met4 | 0.0404 | 244 |
| met3 | 0.0742 | 1320 |
| met1 | 0.424 | 8080 |
stage by stage:
step	hold WS [ps]	utilization
2_1_floorplan	449	-
3_3_place_gp	459	0.626
3_5_place_dp	461	0.626
4_1_cts	474	0.676
5_1_grt	492	0.676
6_report	475	0.676
power breakdown:
part           switching, W  leakage, nW   total, W  internal (W)
clock network      0.000258        0.299   0.000758      0.000500
logic             0.0000418         1.81  0.0000956     0.0000538
registers      0.0000000960         1.03   0.000608      0.000608
state kept, by name, indices dropped and copies added (netlist names):
| register | flops |
|---|---|
| mepc.mepc_r | 32 |
| mstatus.mstatus_r | 32 |
| mtvec.mtvec_r | 32 |
| mcause.mcause_r | 32 |
tightest hold or removal path: stages (launching register included):
cell and delay (ps):
dfxtp_1 310, nand2b_1 60, mux2i_1 60
Power figures rest on the tool's default switching activity, not on a simulated workload.
